[design/flow/design.v]
module adder8bit(In1, In2, Cin, Sum, Cout);
  input[7:0] In1, In2;
  input Cin;
  output[7:0] Sum;
  output Cout;
  wire [7:0] transferC;
  fullAdder FA1(.In1(In1[0]), .In2(In2[0]), .Cin(Cin), .Sum(Sum[0]), .Cout(transferC[0]));
  fullAdder FA2(.In1(In1[1]), .In2(In2[1]), .Cin(transferC[0]), .Sum(Sum[1]), .Cout(transferC[1]));
  fullAdder FA3(.In1(In1[2]), .In2(In2[2]), .Cin(transferC[1]), .Sum(Sum[2]), .Cout(transferC[2]));
  fullAdder FA4(.In1(In1[3]), .In2(In2[3]), .Cin(transferC[2]), .Sum(Sum[3]), .Cout(transferC[3]));
  fullAdder FA5(.In1(In1[4]), .In2(In2[4]), .Cin(transferC[3]), .Sum(Sum[4]), .Cout(transferC[4]));
  fullAdder FA6(.In1(In1[5]), .In2(In2[5]), .Cin(transferC[4]), .Sum(Sum[5]), .Cout(transferC[5]));
  fullAdder FA7(.In1(In1[6]), .In2(In2[6]), .Cin(transferC[5]), .Sum(Sum[6]), .Cout(transferC[6]));
  fullAdder FA8(.In1(In1[7]), .In2(In2[7]), .Cin(transferC[6]), .Sum(Sum[7]), .Cout(Cout));
endmodule
module alu(
           input [7:0] A,B,                
           input [1:0] op,
           output [7:0] result,
           output COut 
    );
    reg [7:0] Y;
    assign result = Y; 
    assign COut = CarryOut;
    wire [15:0] mult;
    wire [7:0] Sum;
    wire CarryOut;
    assign mult = A*B;
    adder8bit adder(A, B, 1'b0, Sum, CarryOut); 
    always @(*)
    begin
        case(op)
          2'b00: begin  
           Y <= Sum;
          end
          2'b01:  
           Y <= mult[7:0];
          2'b10:  
           Y <= A & B;
          2'b11:  
           Y <= A | B;
          default: Y = Sum; 
        endcase
    end
endmodule
module fullAdder(In1, In2, Cin, Sum, Cout);
    input In1, In2, Cin;
    output  Sum, Cout;
    assign Sum  = (In1 ^ In2) ^ Cin;
    assign Cout = (In1 & In2) | (In2 & Cin) | (Cin & In1);
endmodule
[design/flow/run.sh]
#!/bin/bash
# OpenROAD 26Q1-2900-gdf79404cd8, Yosys 0.63+post, stock flow scripts
make -C /OpenROAD-flow-scripts/flow DESIGN_CONFIG=/design/flow/config.mk WORK_HOME=/design/flow/orfs finish
[design/flow/config.mk]
export PLATFORM = sky130hd
export DESIGN_NAME = alu
export DESIGN_NICKNAME = alu
export VERILOG_FILES = /design/flow/design.v
export SDC_FILE = /design/flow/constraint.sdc
export NUM_CORES = 4
export LEC_CHECK = 1
export CORE_AREA = 10 10 95 95
export DIE_AREA = 0 0 105 105
[design/flow/constraint.sdc]
current_design alu

set clk_period 5.3
set clk_io_pct 0.2

create_clock -name clk0 -period $clk_period

set non_clock_inputs [all_inputs -no_clocks]
set_input_delay [expr $clk_period * $clk_io_pct] -clock clk0 $non_clock_inputs
set_output_delay [expr $clk_period * $clk_io_pct] -clock clk0 [all_outputs]
==> results.txt <==
Figures from the flow reports.

STA:
- Derived from the worst setup path, the maximum achievable clock frequency is 0.1820 GHz.
- The run gives the final critical-path share of the clock period as 1.037.
- Setup repair after global routing could not meet its margin everywhere.
- Endpoints with negative setup slack in the final report add up to 3.
- The run gives the worst max-slew margin expressed relative to the limit as 0.6666.
- The run gives the slack of the critical path as -194.7 ps.
- The run gives the final total negative setup slack as -394.7 ps.
- The worst path in the final design needs a cycle of 5495 ps, including I/O delays and setup.
- The run gives the count of pins over their slew limit as 0.
- The final hold violation count recorded for this run is 0.
- The most critical hold endpoint after final layout shows a slack of 2907 ps.
- For the pin with the worst max-slew slack, the measured transition is 498.6 ps.

Detailed routing:
- The run gives the count of nets left with antenna violations after detail routing as 0.
- The run gives the number of remaining DRC errors as 0.
- TritonRoute output was used to compute an average wire per cell of 11.44 um.
- The run puts the sum of routed wire length over all layers at 3751 um.
- The run gives the via count as 1,264.
- The run puts the length of the first detailed-routing pass in iterations at 4.
- After the first detailed-routing iteration, the DRC count stood at 32.
- In the routed layout, each cell is associated on average with a via count of 3.854.

Layout:
- The run puts the post-route cell area at 2392 um^2.
- The run puts the register area at 0 um^2.
- The run puts the final standard cell utilization of the core at 0.3464.
- The run gives the ratio of cells with drive above 1 in the final layout as 0.4848.
- The run puts the clock tree buffer count of the final layout at 0.
- The flow measured a signed area growth from synthesis to layout of 65.68%.
- There are 0 flip-flops and latches.

Synth:
- The run gives the number of cell instances after yosys synthesis as 164.
- The run gives the cell with the most instances after synthesis as inv_1.
- By area the synthesized netlist is led by ha_1 28%, fa_1 26%, inv_1 11%, mux4_2 9.4%, xnor2_1 6.1%.
- The run puts the synthesized cell area at 1444 um^2.
- The run puts the synthesized netlist cell count at 164.
- The run puts the yosys synthesis chip area at 1444 um^2.
- By count the netlist is led by 44 x inv_1, 32 x ha_1, 20 x nor2_1, 19 x fa_1, 13 x nand2_1.
- The run gives the number of warnings issued by yosys as 1.
- The run puts the area fraction of the dominant cell type after synthesis at 0.2773.
- The run puts the distinct cell type count after synthesis at 20.
- The run puts the average instance area after synthesis at 8.804 um^2.
- The largest total area in the synthesized netlist belongs to ha_1.
- The run puts the sequential-to-total area share from yosys stat at 0.

Placement:
- The run puts the area of placed instances at 2074 um^2.
- The run gives the global placer's final weighted congestion as 0.8821.
- The run gives the count of input and output buffers as 27.
- The run puts the HPWL reported at the end of detailed placement at 3195 um.

Worst setup path:
- STA puts the critical path data arrival time at 4430 ps.
- Along the worst path, the maximum fanout reaches 3.
- STA classifies the critical path endpoint as a primary output.
- The worst setup path is of the in2out kind.
- The worst setup path is launched from an input port.
- The run gives the required time of the critical path as 4240 ps.

Global route:
- The run puts the wire length of the first global-routing pass at 6520 um.
- The run gives the remaining global-route overflow as 0.
- The run puts the initial antenna violation count at 1.
- The run puts the maximum number of pins on one net before global-route repair at 12.
- The run puts the aggregate global-route resource usage at 0.07007.
- The run gives the via count of the first global-routing pass as 1,324.

Power:
- The run puts the areal power density over the cells at 157.9 nW/um^2.
- The run puts the static leakage at 0.001143 uW.
- Looking at the VDD voltage map, the peak drop is 0.00007030 V.

Flow run:
- The run gives the count of maximum capacitance violations as 0.
- The run gives the warning total across the stage logs as 49.

Status:
- The flow ran to the end, but the final reports show violations.
- The checks that failed: negative setup slack.

Floorplan:
- The floorplan step records an initial core utilization of 0.2091.
- The run puts the height of the die at 105 um.
- In this run the core area contains 30 standard-cell rows.
- The run gives the number of primary I/O pins as 27.
- The run gives the chip area as 11,030 um^2.
- The run puts the area of the core at 6907 um^2.
- The run puts the die width at 105 um.

Clock network:
- The run gives the number of hold buffers added after CTS as 0.

Min path:
- STA reports the tightest min-delay check as being of type in2out.
==> cell families (layout without fill, tap and decap cells) <==
logic type	after synthesis	after routing	synth area share
AND/OR/NAND/NOR	36	36	0.09792
other	0	1	0
XOR/XNOR	14	14	0.1040
adder cells (fa/ha/maj)	51	51	0.5407
multiplexers	6	6	0.09359
buffers and inverters	47	114	0.1230
AND-OR/OR-AND	10	10	0.04072
==> cells in the final DEF, fill, tap and decap left out, types with 4 or more instances in the layout <==
| master | count |
|---|---|
| buf_6 | 10 |
| nor2_1 | 8 |
| nor2_4 | 6 |
| clkdlybuf4s50_1 | 13 |
| xnor2_1 | 7 |
| mux4_2 | 6 |
| inv_4 | 4 |
| buf_2 | 8 |
| buf_4 | 33 |
| fa_2 | 10 |
| nand2_1 | 13 |
| fa_1 | 9 |
| inv_2 | 9 |
| ha_4 | 8 |
| nor2_2 | 6 |
| inv_1 | 30 |
| ha_1 | 22 |
==> per-stage QoR <==
step	setup WS, ps	total power (uW)	std cells
CTS	-406.2	322.3	326
floorplan	0.9819	159.4	164
global route	-326.5	417.1	327
detailed placement	-1359	285.6	317
finish	-194.7	377.8	328
global placement	-1354	284.2	317
==> routing by layer <==
layer  track usage  part of all wire  up-vias
li1              -                 -      634
met1       0.09045              0.44      604
met2        0.1201              0.50       26
met3       0.02174             0.060        0
met4             0                 0        0
met5             0                 0        -
==> cell type report <==
cell class                      instances  area [um^2]
Multi-Input combinational cell        117         1513
Tap cell                               96        120.1
Inverter                               45        182.7
Antenna cell                            1        2.502
Fill cell                             691         4514
Timing Repair Buffer                   69        574.3
==> worst paths after layout <==
path,start,end,cells past startpoint
max,A[0],result[7],15
min,B[4],result[4],5
==> what timing repair did <==
action,in CTS,in global routing
setup endpoints to repair,6,5
pin swaps,25,32
setup buffers,9,1
gates cloned,0,0
resized,88,37
==> report_power, final <==
| part | total, uW | internal, uW | switching [uW] |
|---|---|---|---|
| Combinational | 378 | 221 | 157 |
| Sequential | 0 | 0 | 0 |
| Clock | 0.0000252 | 0.0000252 | 0 |
| Total | 378 | 221 | 157 |
==> worst max-delay path, stage by stage <==
cell and delay [ps]:
buf_8 100, buf_6 110, ha_4 160, fa_2 340
fa_2 340, fa_2 340, fa_2 350, fa_2 360
fa_2 350, inv_2 60, fa_1 400, o21ai_1 130
o21ai_1 80, a31oi_1 150, buf_2 120
Power is estimated from default activity; no workload was simulated.
